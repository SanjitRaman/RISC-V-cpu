==> design.v <==
module alu #(
    parameter DATA_WIDTH = 32,
    parameter ALU_CTRL_WIDTH = 4,
    parameter SHIFT_WIDTH = 5
)(
    input  logic [DATA_WIDTH-1:0]     SrcA,
    input  logic [DATA_WIDTH-1:0]     SrcB,
    input  logic [ALU_CTRL_WIDTH-1:0] ALUControl,
    output logic [DATA_WIDTH-1:0]     ALUResult,
    output logic                      Zero,
    output logic                      N,
    output logic                      C,  
    output logic                      V  
);
logic [1:0] signs;
assign signs = {SrcA[DATA_WIDTH-1], SrcB[DATA_WIDTH-1]};
always_comb begin
    case(ALUControl)
        4'b0000:  {C, ALUResult} = SrcA + SrcB;
        4'b0001:  {C, ALUResult} = SrcA - SrcB;
        4'b0010:  begin ALUResult = (SrcA<<SrcB[SHIFT_WIDTH-1:0]); C = 0; end
        4'b0011:  case(signs)
                    2'b00: begin ALUResult = (SrcA < SrcB) ? {{DATA_WIDTH-1{1'b0}}, {1'b1}} : {DATA_WIDTH{1'b0}}; C = 0; end
                    2'b01: begin ALUResult = {DATA_WIDTH{1'b0}}; C = 0; end
                    2'b10: begin ALUResult = {{DATA_WIDTH-1{1'b0}}, {1'b1}}; C = 0; end
                    2'b11: begin ALUResult = (SrcA[DATA_WIDTH-2:0] < SrcB[DATA_WIDTH-2:0]) ? {{DATA_WIDTH-1{1'b0}}, {1'b1}} : {DATA_WIDTH{1'b0}}; C = 0; end
                    default: begin ALUResult = (SrcA < SrcB) ? {{DATA_WIDTH-1{1'b0}}, {1'b1}} : {DATA_WIDTH{1'b0}}; C = 0; end
                endcase
        4'b0100:  begin ALUResult = (SrcA < SrcB) ? {{DATA_WIDTH-1{1'b0}}, {1'b1}} : {DATA_WIDTH{1'b0}}; C = 0; end
        4'b0101:  begin ALUResult = SrcA ^ SrcB; C = 0; end
        4'b0110:  begin ALUResult = (SrcA>>SrcB[SHIFT_WIDTH-1:0]); C = 0; end
        4'b0111:  begin ALUResult = SrcA[31] ? ~({32{1'b1}}>>SrcB[SHIFT_WIDTH-1:0])| SrcA>>SrcB[SHIFT_WIDTH-1:0]: SrcA>>SrcB[SHIFT_WIDTH-1:0]; C = 0; end
        4'b1000:  begin ALUResult = SrcA | SrcB; C = 0; end
        4'b1001:  begin ALUResult = SrcA & SrcB; C = 0; end
        4'b1011:  begin ALUResult = SrcB;  C = 0; end
        default:  begin ALUResult = {32{1'b0}}; C = 0; end
    endcase
    Zero = ({DATA_WIDTH{1'b0}} == ALUResult) ? 1'b1 : 1'b0;
    N = ALUResult[DATA_WIDTH-1];
    V = (SrcA[DATA_WIDTH-1] == SrcB[DATA_WIDTH-1]) && (SrcA[DATA_WIDTH-1] != ALUResult[DATA_WIDTH-1]);
end
endmodule
==> run.sh <==
#!/bin/bash
# OpenROAD 26Q1-2900-gdf79404cd8, Yosys 0.63+post, stock flow scripts
make -C /OpenROAD-flow-scripts/flow DESIGN_CONFIG=/design/flow/config.mk WORK_HOME=/design/flow/orfs finish
==> config.mk <==
export PLATFORM = sky130hd
export DESIGN_NAME = alu
export DESIGN_NICKNAME = alu
export VERILOG_FILES = /design/flow/design.v
export SDC_FILE = /design/flow/constraint.sdc
export NUM_CORES = 4
export LEC_CHECK = 1
export CORE_UTILIZATION = 50
==> constraint.sdc <==
current_design alu

set clk_period 16.4
set clk_io_pct 0.2

create_clock -name clk0 -period $clk_period

set non_clock_inputs [all_inputs -no_clocks]
set_input_delay [expr $clk_period * $clk_io_pct] -clock clk0 $non_clock_inputs
set_output_delay [expr $clk_period * $clk_io_pct] -clock clk0 [all_outputs]
==> flow_metrics.py <==
# Flow results
metrics = {
    "placed_design": {
        "port_buffers": 104,
        "globalplace.congestion": 1.184,
        "postPlaceCellArea_um2": 11290,
        "preCtsSetupSlack_ps": 4287,
        "detailed_placement_hpwl_um": 42100,
    },
    "finish": {
        "final_layout_size_suffix_gt1_frac": 0.09218,
        "seq_area_um2": 0,
        "fillCellCount": 1896,
        "layout.sequential_cells": 0,
        "clkbuf_count": 0,
        "comb_area_um2": 9254,
        "post_synthesis_to_final_layout_area_growth_pct": 10.37,
        "design_area_um2": 11290,
    },
    "sta": {
        "final_critical_path_setup_slack_ps": 4087,
        "timing.fmax_mhz": 81.22,
        "layout_min_cycle_time_ps": 12310,
        "slew_headroom": 0.04490,
        "final-setup-viol-count": 0,
        "final-hold-violation-count": 0,
        "setup_repair_after_global_routing_missed_its_margin": "no",
        "fin_tns_setup_ps": 0,
        "timing.final.crit_share": 0.7508,
        "pins_over_their_slew_limit": 0,
        "worst_pin_slew_ps": 1397,
    },
    "drt": {
        "insertedDiodeCount": 0,
        "routed_wire_length_um": 54730,
        "vias_per_cell": 7.574,
        "detail_route.wirelength.met1_um": 19990,
        "met2_wirelength_um": 21780,
        "drcViolationCount": 0,
        "dr_wl_met3_um": 9430,
        "detailroute.via_count": 13429,
        "post_drt_wl_per_cell_um": 30.87,
        "antenna_violating_nets_post_route": 0,
        "drt_pre_antenna_iters": 11,
        "maxUsedRoutingLayer": "met5",
        "drt_iter0_drc": 1519,
    },
    "logic_synthesis": {
        "netlist_area_um2": 10230,
        "postSynthAreaPerCell_um2": 6.816,
        "yosysWarnings": 1,
        "synth_chip_area_um2": 10230,
        "ys_seq_frac": 0,
        "synth_cells": 1501,
        "ys_cells": 1501,
        "post_synth_num_cell_types": 88,
    },
    "global_route": {
        "first_global_vias": 12296,
        "grt_start_max_net_pins": 62,
        "grt_antenna_before_repair": 1,
        "grt_first_pass_wirelength_um": 80680,
        "grt_overflow": 0,
        "grt_use_total": 0.5201,
    },
    "flow_run": {
        "max_cap_violations": 0,
        "number_of_warning_messages_in_the_logs": 98,
    },
    "worst_setup_path": {
        "critPathArrivalTime_ps": 9030,
        "worst-path-max-fanout": 12,
        "critical_path.startpoint_type": "input pin",
        "critical_path.endpoint_type": "primary output",
        "critical_path_cell_list": "clkdlybuf4s50_1 > inv_1 > ha_1 > inv_1 > a221oi_1 > a2111oi_0 > a211oi_1 > o21bai_1 > xnor2_1 > a211o_1 > or4b_1 > nor4_1 > nand4b_1 > nor3_2 > clkdlybuf4s50_1",
        "crit_required_ps": 13120,
        "critPathSlowestCell": "clkdlybuf4s50_1",
        "critical_path.max_stage_delay_ps": 880,
        "path_class": "input pin to primary output",
    },
    "die": {
        "fp.dieW_um": 145.0,
        "core_um2": 19780,
        "num_rows": 51,
        "floorplan.core_util": 0.5172,
        "die_area_um2": 21040,
        "top_level_ports": 104,
        "die_height_um": 145.0,
    },
    "power_and_ir_drop": {
        "static-leakage-power_nw": 4.595,
        "fin_total_pwr_uw": 423.2,
        "power-per-cell-area_nw_per_um2": 37.48,
        "ir_worst_vdd_mv": 0.02655,
    },
    "clocking": {
        "postCtsResizedCells": 0,
        "cts_hold_repair.buffers": 0,
        "postCtsSetupBuffers": 0,
    },
    "hold_path": {
        "hold_path.class": "input pin to primary output",
    },
    "status": {
        "status": "complete, no violations",
    },
}
through the flow:
step | hold WS (ps) | instances | utilization
after CTS | 7722 | 1773 | 0.5708
after global placement | 7697 | 1773 | 0.5708
after floorplan | 6731 | 1501 | -
final | 7758 | 1773 | 0.5708
after global routing | 7781 | 1773 | 0.5708
after detailed placement | 7714 | 1773 | 0.5708
critical path, delay by kind of cell:
kind | cells | cell delay, ps
and+or+nand+nor | 4 | 1350
xor gates and xnor gates | 1 | 200
AOI/OAI and AO/OA | 5 | 1930
adders and majority gates | 1 | 550
buffers and inverters | 4 | 1720
layout make-up:
cell class / count / share of cell area
inverters: 108 / 0.03590
well taps: 265 / 0.02936
repair buffers: 142 / 0.1152
multi-input cells: 1258 / 0.8195
routing by layer:
layer  GRT usage  up-vias
met5           0        -
met1      0.6853     6133
li1            -     5738
met3      0.2343      278
met4      0.2521        2
met2      0.7192     1278
path summary, 6_finish.rpt:
check                from            to  cells after the start
hold / removal    SrcB[2]  ALUResult[3]                      6
setup / recovery  SrcA[5]          Zero                     15
power by group:
part	total, mW	switching [mW]	internal (mW)
Clock	0	0	0
Sequential	0	0	0
Combinational	0.423	0.265	0.159
cells in the mapped netlist, types with 8 or more instances:
library cell,instances,area share
a2111oi_0,14,0.012
a211o_1,10,0.0086
a211oi_1,26,0.019
a21o_1,10,0.0073
a21oi_1,122,0.060
a221o_1,9,0.0088
a221oi_1,13,0.011
a222oi_1,8,0.0078
a22o_1,9,0.0077
a22oi_1,17,0.012
a31oi_1,21,0.013
and2_1,9,0.0055
buf_1,15,0.0055
buf_2,22,0.011
clkbuf_1,88,0.032
ha_1,97,0.12
inv_1,105,0.039
mux2_2,25,0.028
mux2i_1,74,0.072
mux4_2,34,0.075
nand2_1,139,0.051
nand2b_1,16,0.0098
nand3_1,25,0.012
nand4_1,16,0.0098
nor2_1,123,0.045
nor2b_1,14,0.0086
nor3_1,39,0.019
nor4_1,12,0.0073
o2111ai_1,8,0.0068
o211a_1,8,0.0078
o211ai_1,27,0.020
o21a_1,8,0.0059
o21ai_0,93,0.045
o21bai_1,12,0.0088
o221a_2,8,0.0088
o221ai_1,13,0.011
o22ai_1,41,0.025
o31ai_1,25,0.018
xnor2_1,12,0.010
cell families after synthesis:
kind of cell | count (synthesis) | synth area share
and+or+nand+nor | 448 | 0.2102
AOI/OAI and AO/OA | 563 | 0.3821
muxes | 134 | 0.1762
adders and majority gates | 99 | 0.1225
xor gates and xnor gates | 14 | 0.01199
buffers and inverters | 243 | 0.09698
cells in the final DEF (no fill, tap or decap), types with 9 or more instances in the layout:
| cell | netlist | routed |
|---|---|---|
| o31ai_1 | 25 | 25 |
| o21ai_0 | 93 | 93 |
| nor3_1 | 39 | 37 |
| o21bai_1 | 12 | 12 |
| mux2i_1 | 74 | 74 |
| xnor2_1 | 12 | 12 |
| buf_4 | 6 | 40 |
| nand3_1 | 25 | 25 |
| ha_1 | 97 | 97 |
| nor2_1 | 123 | 123 |
| mux4_2 | 34 | 34 |
| a22o_1 | 9 | 9 |
| nor4_1 | 12 | 12 |
| a211o_1 | 10 | 10 |
| nor2b_1 | 14 | 12 |
| nand2_1 | 139 | 139 |
| o211ai_1 | 27 | 27 |
| a221o_1 | 9 | 9 |
| a2111oi_0 | 14 | 14 |
| a221oi_1 | 13 | 13 |
| clkdlybuf4s50_1 | 0 | 98 |
| a22oi_1 | 17 | 17 |
| inv_1 | 105 | 105 |
| o22ai_1 | 41 | 41 |
| nand4_1 | 16 | 16 |
| a21o_1 | 10 | 10 |
| o221ai_1 | 13 | 13 |
| nand2b_1 | 16 | 16 |
| a211oi_1 | 26 | 26 |
| a31oi_1 | 21 | 21 |
| a21oi_1 | 122 | 122 |
| and2_1 | 9 | 9 |
| mux2_2 | 25 | 25 |
Power is estimated from default activity; no workload was simulated.
