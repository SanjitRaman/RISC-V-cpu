==> /design/flow/design.v <==
module reg_file #(
    parameter ADDRESS_WIDTH = 5,
    parameter DATA_WIDTH = 32
)(
    input  logic                     CLK,
    input  logic [ADDRESS_WIDTH-1:0] A1,   
    input  logic [ADDRESS_WIDTH-1:0] A2,   
    input  logic [ADDRESS_WIDTH-1:0] A3,   
    input logic  [ADDRESS_WIDTH-1:0] address_to_view,
    input  logic                     WE3,  
    input  logic [DATA_WIDTH-1:0]    WD3,  
    output logic [DATA_WIDTH-1:0]    RD1,  
    output logic [DATA_WIDTH-1:0]    RD2,  
    output logic [DATA_WIDTH-1:0]    reg_output,    
    output logic [DATA_WIDTH-1:0]    a0
);
logic [DATA_WIDTH-1:0] registers [2**ADDRESS_WIDTH-1:0];
always_ff @(negedge CLK) begin
    if(WE3 == 1'b1 && A3 != 0) registers[A3] <= WD3;
end
always_comb begin
    RD1 = registers[A1];
    RD2 = registers[A2];
    reg_output = registers[address_to_view];
    a0 = registers[5'hA];
end
endmodule
==> /design/flow/run.sh <==
#!/bin/bash
# OpenROAD 26Q1-2900-gdf79404cd8, Yosys 0.63+post, stock flow scripts
make -C /OpenROAD-flow-scripts/flow DESIGN_CONFIG=/design/flow/config.mk WORK_HOME=/design/flow/orfs finish
==> /design/flow/config.mk <==
export PLATFORM = sky130hd
export DESIGN_NAME = reg_file
export DESIGN_NICKNAME = reg_file
export VERILOG_FILES = /design/flow/design.v
export SDC_FILE = /design/flow/constraint.sdc
export NUM_CORES = 4
export LEC_CHECK = 1
export CORE_UTILIZATION = 30
==> /design/flow/constraint.sdc <==
current_design reg_file

set clk_period 6.3
set clk_io_pct 0.2

create_clock -name clk0 -period $clk_period [get_ports {CLK}]

set non_clock_inputs [all_inputs -no_clocks]
set_input_delay [expr $clk_period * $clk_io_pct] -clock clk0 $non_clock_inputs
set_output_delay [expr $clk_period * $clk_io_pct] -clock clk0 [all_outputs]
==> flow_summary.toml <==
# implementation run metrics
[outcome]
outcome = "finished with violations"
violations = "negative setup slack"

[synth]
yosys_warnings = 1
syn_inst = 4545
ys_cells = 4545
ys_chip_area_um2 = 57700
synth_flops = 1024
synth_area_um2 = 57700
avgSynthCellArea_um2 = 12.7
yosysSeqAreaShare = 0.533
synth_cell_types = 25

[floorplan]
row_count = 160
core-area_um2 = 191000
fp_util = 0.303
dieArea_um2 = 194000
die-width_um = 441
ios = 182
die_height_um = 441

[layout]
drive_above_1_share = 0.164
reg_top3 = "registers: 1024 flops"
fillCellCount = 17525
seq_area_um2 = 30700
regMostFlops = "registers"
final_area_um2 = 74800
largest_reg_flops = 1024
logic_area_um2 = 26900
areaGrowthSynthToFinish_pct = 29.6

[min_path]
hold_class = "in2out"

[setup_path]
arrival_ns = 5.47
slowest_delay_ns = 0.41
path_class = "reg2out"
required_ns = 5.04
worst_path_most_repeated_cell = "buf_6"
critPathSlowestCell = "edfxtp_1"
setup.worst_path.end_class = "output pin"
worstPathMaxFanout = 3
crit_chain = "mux2i_1 > a22o_1 > nor3_2 > a31oi_1 > buf_4 > nand3_2 > buf_6 > buf_6"
cp-start-kind = "flip-flop"

[final_timing]
worst_slew_pin_slew_ns = 1.21
finalHoldViolCount = 0
rsz0062_at_grt = "yes"
worst_slack_ns = -0.435
maxSlewHeadroom = 0.193
tns_ns = -26.32
final_max_slew_viol_count = 0
setup_viol = 96

[placement]
place.port_buffers = 181
dp_hpwl_um = 136000
placed_area_um2 = 64900
gp_congestion = 0.917

[global_route]
grt_pass1_wl_um = 313000
antenna_found_initial = 9
track_usage = 0.233
grt_remaining_overflow = 0
grt_max_degree = 75
grt_pass1_vias = 49347

[pwr]
ir_worst_vdd_v = 0.000240
power.leakage_uw = 0.0327
power_uw = 19600
powerDensity_nw_per_um2 = 262

[clock_tree]
htree_levels = 3
cts_buffers = 115
cts_buffer_depth = 3
cts-root-buf = "clkbuf_16"
cts_tree = "yes"
path_clk_slew_ns = 0.05
clkSinkCount = 1024

[drt]
avgRoutedWirePerCell_um = 25.7
num_vias = 46249
drt-total-wl_um = 220000
remaining_drc_errors = 0
ant_nets = 0
firstDrtPassIters = 8
via_per_inst = 5.41
drt-initial-drc-count = 3281

[run]
drv_cap = 0
warning_count = 1030
[layer usage]
metal / share of wire / wire length, um / GRT usage / vias up
met2: 0.46 / 102000 / 0.345 / 2674
li1: - / - / - / 20673
met4: 0.053 / 11600 / 0.129 / 14
met1: 0.36 / 79500 / 0.270 / 22342
met5: 0.00079 / 174 / 0.00199 / -
met3: 0.12 / 27000 / 0.129 / 546
[cells by family after synthesis]
family                 count (synthesis)  share of synthesized area
DFF                                 1024                      0.533
buffers and inverters                380                     0.0404
and+or+nand+nor                      740                     0.0579
other                                  1                  0.0000650
muxes                               1536                      0.267
AOI/OAI and AO/OA                    864                      0.102
[per-stage QoR]
step | utilization | instances | hold WS, ns | setup WS (ns)
after CTS | 0.391 | 8536 | 3.38 | -0.450
after global placement | 0.341 | 7261 | 3.86 | -0.220
after floorplan | - | 4576 | 2.78 | -0.436
final | 0.392 | 8544 | 3.40 | -0.435
after detailed placement | 0.341 | 7261 | 3.87 | -0.211
after global routing | 0.392 | 8543 | 3.41 | -0.494
[final cells by class]
| type | instances | share of cell area |
|---|---|---|
| diodes | 3 | 0.000100 |
| clock buffers | 117 | 0.0392 |
| clock inverters | 1117 | 0.0642 |
| multi-input cells | 3172 | 0.360 |
| flip-flops and latches | 1024 | 0.411 |
| well taps | 2511 | 0.0420 |
| repair buffers | 600 | 0.0838 |
[worst max-delay path, delay by kind of cell, from the launching register on]
family	cells	cell delay, ns
compound gates	2	0.47
flops	1	0.41
buf+inv	3	0.43
mux	1	0.15
simple gates	2	0.12
[power by group]
group,internal (uW),switching [uW],total [uW]
clock network,5000,4460,9460
logic,934,1460,2400
registers,7660,62.0,7730
total,13600,5990,19600
[repair_timing]
action                                  in CTS  in global routing
buffers inserted                            69                 13
pin swaps                                  175                117
hold buffers                                 0                  0
gates resized                              676                 53
endpoints found under the setup margin     104                 98
endpoints found under the hold margin        0                  0
[cells in the final DEF, fill, tap and decap left out, drive strengths merged]
master,synthesis,final
a22o,192,192
clkinv,0,5
bufinv,0,19
nand3,290,290
dlygate4sd2,0,4
nand2,292,292
nor3,96,96
nand3b,5,5
or2,3,3
nor2,35,35
clkinvlp,0,25
or3,1,1
mux2i,1536,1536
edfxtp,1024,1024
diode,0,3
clkdlybuf4s50,0,77
clkbuf,106,118
and2,3,3
nor2b,6,6
or3b,3,3
a31oi,96,96
inv,1,1068
a22oi,288,288
a21oi,288,288
nand2b,6,6
buf,273,517
dlymetal6s2s,0,1
conb,1,32
[worst paths after layout]
kind	slack, ns	from	end	cells after the start
setup / recovery	-0.43	registers[7][7]$_DFFE_NP_	reg_output[7]	8
hold / removal	3.40	A1[1]	RD1[5]	7
[cells in the mapped netlist, drive strengths merged]
cell type / instances / area share
edfxtp: 1024 / 0.53
and2: 3 / 0.00033
a22oi: 288 / 0.037
nand2: 292 / 0.019
nor2b: 6 / 0.00065
a31oi: 96 / 0.010
nand3: 290 / 0.025
or3: 1 / 0.00011
a21oi: 288 / 0.025
or3b: 3 / 0.00046
nor3: 96 / 0.0083
nand3b: 5 / 0.00065
or2: 3 / 0.00033
nor2: 35 / 0.0023
buf: 273 / 0.033
nand2b: 6 / 0.00065
clkbuf: 106 / 0.0073
inv: 1 / 0.000065
a22o: 192 / 0.029
mux2i: 1536 / 0.27
conb: 1 / 0.000065
