[design/flow/config.mk]
export PLATFORM = sky130hd
export DESIGN_NAME = cache
export DESIGN_NICKNAME = cache
export VERILOG_FILES = /design/flow/design.v
export SDC_FILE = /design/flow/constraint.sdc
export NUM_CORES = 4
export LEC_CHECK = 1
export CORE_UTILIZATION = 50
[design/flow/constraint.sdc]
current_design cache

set clk_period 8.6
set clk_io_pct 0.2

create_clock -name clk0 -period $clk_period [get_ports {CLK}]

set non_clock_inputs [all_inputs -no_clocks]
set_input_delay [expr $clk_period * $clk_io_pct] -clock clk0 $non_clock_inputs
set_output_delay [expr $clk_period * $clk_io_pct] -clock clk0 [all_outputs]
[design/flow/design.v]
module cache #(
    parameter ADDRESS_WIDTH = 17,
    parameter DATA_WIDTH = 32,
    parameter BLOCK_WIDTH = 45,
    parameter SET_ADDRESS_WIDTH = 3,
    parameter TAG_WIDTH = 12
)(
    input logic CLK,
    input logic WE0, WE1, WE2, WE3,
    input logic MemRead,
    input logic [ADDRESS_WIDTH-1:0] A,
    input logic [DATA_WIDTH-1:0] WD,
    input logic [DATA_WIDTH-1:0] FoundData,
    output logic                 hit_o,
    output logic [DATA_WIDTH-1:0] RD
);
    logic [BLOCK_WIDTH-1:0] cache_array [2**SET_ADDRESS_WIDTH-1:0];
    logic                  hit;
    logic [TAG_WIDTH-1:0 ] A_tag;
    logic [SET_ADDRESS_WIDTH-1:0] A_set;
    logic valid;
    logic [DATA_WIDTH-1:0] cache_existing_data;
    always_comb begin
        valid = cache_array[A_set][BLOCK_WIDTH-1];
        hit_o = hit;
        cache_existing_data = cache_array[A_set][DATA_WIDTH-1:0];
        if (hit) begin
            RD = cache_array[A_set][DATA_WIDTH-1:0];
        end
        else begin
            RD = 0;
        end
    end
    always_ff @ (posedge CLK) begin
        hit <= (A_tag == cache_array[A_set][BLOCK_WIDTH-2:DATA_WIDTH]) & valid;  
        A_tag <= A[ADDRESS_WIDTH-1:SET_ADDRESS_WIDTH+2];  
        A_set <= A[1+SET_ADDRESS_WIDTH:2];
        if (hit) begin
            if (WE3 | WE2 | WE1| WE0) begin
                cache_array[A_set] <= {1'b1, A_tag, WE3 ? WD[31:24] : cache_existing_data[31:24],
                                                   WE2 ? WD[23:16] : cache_existing_data[23:16], 
                                                   WE1 ? WD[15:8] : cache_existing_data[15:8], 
                                                   WE0 ? WD[7:0] : cache_existing_data[7:0]};
            end
        end
        else begin
            if (MemRead) begin
                cache_array[A_set] <= {1'b1, A_tag, FoundData};
            end
        end
    end
endmodule
[design/flow/run.sh]
#!/bin/bash
# OpenROAD 26Q1-2900-gdf79404cd8, Yosys 0.63+post, stock flow scripts
make -C /OpenROAD-flow-scripts/flow DESIGN_CONFIG=/design/flow/config.mk WORK_HOME=/design/flow/orfs finish
==> notes.md <==
The flow ran to the end, and the final reports show no timing, DRC or antenna violations. In this run the count of I/O pins placed on the die edge is 120. For this run, the script counts the antenna cells in the layout as 0. Looking at area per cell type in the netlist, the leader is sky130_fd_sc_hd__edfxtp_1.

The chip occupies 30100 sq um. The final timing report counts setup violations totalling 0. Power spread over the standard cell area amounts to 218 nW/um^2. Before placement the cells fill 51.0% of the core. Entering global routing, the biggest net connects 54 pins.

The run gives 0 as the initial antenna violation count. TritonCTS built the clock tree. After detailed routing, the total wire length is 32.1 mm. The tools report the number of global-route vias before repair as 8628. With the logic depth of the worst register-to-register path at 7, the number of vias per cell is 5.85. The half-perimeter wire length after detailed placement is 18.0 mm. Timing would allow up to 179 MHz.

For reference, the critical path cell chain is buf_4, buf_4, nor2_1, nand2_1, o21ai_0, a221oi_1, nor2b_1, clkdlybuf4s50_1. Input and output buffers added on the ports amount to 117. The layout summary lists the proportion of cells stronger than drive strength 1 as 16.6%. In the Yosys report the total cell count is 808. The post-CTS setup buffer count is 0. With the synthesized area at 14700 sq um, the leakage power is 0.00599 uW. The layout overhead on the synthesized area was 19.5%.

The detail route stage leaves a number of antenna-violating nets equal to 0. The tools report the number of placement rows as 62. With the number of cells traversed by the worst hold path at 0, the worst-margin pin slew is 1020 ps.

Type of the tightest min-delay check: reg2reg. With the global-route total usage across every layer at 24.5%, the sequential fraction of the synthesis area is 74.0%. The gate count of the mapped netlist came out at 808.

The run gives 0 as the number of violations of the max-capacitance limit. The critical path launch point type is a flop. Of the post-synthesis cell area, the dominant cell type holds 71.8%. The skew report gives the latency at the later pin of the worst-skew pair as 500 ps. Looking at the critical path, the single cell with the biggest stage delay is sky130_fd_sc_hd__buf_4. The first global-routing pass estimated 49.0 mm of wire. The number of synthesis warnings came out at 1. The clock drives 368 sinks. With the average detailed-routed wire length per instance at 23.7 um, the clock-pin slew of the registers on the worst-case setup and hold paths is 60 ps. Between clock sinks in the finished design, the worst skew comes to 5.65 ps. The longest incremental delay of any stage on the critical path is reported as 720 ps. Max-slew check failures listed in the final report amount to 0. The final timing summary puts the cycle share of the worst path at 64.9%. The post-synth register bit count is 368. In this design, the critical path's most frequently occurring cell is sky130_fd_sc_hd__buf_4.

IR analysis of the VDD net gives a maximum drop of 0.168 mV. The run gives 0 as the global-route congestion overflow total. Summed over all failing endpoints, the final setup total negative slack is 0 ps.

The count of instances resized after the clock tree is built was 0. The run gives 61.0% as the end-of-flow core utilization. The tools report the type of destination of the critical path as an output port. The pre-antenna-repair detailed-routing pass consisted of 5 iterations.

Per the cell usage report, the commonest logic cell in the layout is sky130_fd_sc_hd__edfxtp_1. The longest clock path from root to sink contains 3 buffers. The peak fanout along the critical path came out at 53. For this block, the via count after detailed routing is 7932.

The die span in x was 174 um; the post-synthesis average cell area was 18.2 sq um. The area of the core region was 28900 sq um. STA puts the critical path data required time at 6880 ps.

The tightest hold path in the finished design has a slack of 574 ps. Setup repair after global routing left no endpoint under its margin. The category of the critical setup timing path is reg2out.

The minimum period implied by the final worst setup slack works out to 5580 ps. Post-synthesis, Yosys gives the total cell area as 14700 sq um. The clock H-tree reported by CTS has 2 levels.

The violation tally recorded at the end of detailed-routing iteration 0 is 485. The number of buffers added to fix hold violations after cts was 0; the tally of OpenROAD warnings was 27. For the number of buffers created by CTS, the log shows 37. Ranked by total cell area, the synthesized netlist is headed by sky130_fd_sc_hd__edfxtp_1 (72%), sky130_fd_sc_hd__mux4_2 (7.0%), sky130_fd_sc_hd__mux2i_1 (3.1%). Routability-driven placement finished with a final weighted congestion of 0.835.

Looking at the clock tree report, the root buffer type is sky130_fd_sc_hd__clkbuf_16. According to the timing report, the arrival time at the worst endpoint equals 3860 ps. Measured along the y axis, the die boundary spans 174 um. In the Yosys stats the netlist draws on 42 distinct library cells. For the DRC violation count after routing, the log shows 0. In the layout the commonest cells are sky130_fd_sc_hd__edfxtp_1 (352), sky130_fd_sc_hd__clkdlybuf4s50_1 (117), sky130_fd_sc_hd__mux2i_1 (46), sky130_fd_sc_hd__mux4_2 (46), sky130_fd_sc_hd__nand2_1 (42). For reference, the final report shows the hold violation count at 0. The headroom to the max-slew limit came out at 31.6%.
-- report_power, final --
group,internal [uW],total (uW),switching (uW),leakage [uW]
clock network,935,1550,611,0.000585
logic,110,262,151,0.00207
registers,2020,2030,13.0,0.00334
-- worst paths after layout --
check | slack, ps | startpoint | to
max | 3020 | A_set[2] | RD[1]
max reg2reg | 4810 | A_set[1] | cache_array[1][16]
min | 570 | A_tag[5] | cache_array[0][37]
min reg2reg | 570 | A_tag[5] | cache_array[0][37]
-- sequential cells by signal, indices dropped and copies added, names as in the netlist --
signal       cells
A_tag           12
A_set            3
hit              1
cache_array    352
-- per-stage QoR --
stage / setup slack (ps) / total power, uW / instances / instance area (sq um)
final: 3020 / 3840 / 1355 / 17600
after global routing: 2690 / 3960 / 1355 / 17600
after CTS: 2940 / 3870 / 1355 / 17600
after detailed placement: 3480 / 2330 / 1290 / 16400
after global placement: 3490 / 2320 / 1290 / 16400
after floorplan: 2970 / 2220 / 808 / 14700
-- critical path: cells and delay by family, from the launching register on --
| kind | cells | cell delay, ps |
|---|---|---|
| buffers and inverters | 3 | 1770 |
| AOI/OAI and AO/OA | 2 | 620 |
| and+or+nand+nor | 3 | 590 |
| DFF | 1 | 340 |
-- final cells by class --
type / count / area [sq um]
inverter: 7 / 26.3
fill: 2063 / 11300
sequential: 368 / 10900
clock buffer: 48 / 997
clock inverter: 17 / 180
timing repair buffer: 143 / 1370
multi-input combinational: 388 / 3640
tap: 384 / 480
-- kinds of logic (layout without fill, tap and decap cells) --
kind of cell / Yosys count / in the layout / synth area share (%)
simple gates: 124 / 124 / 4.18
mux: 118 / 118 / 12.8
compound gates: 134 / 134 / 6.68
buf+inv: 52 / 215 / 1.64
flops: 368 / 368 / 74.0
xor+xnor: 12 / 12 / 0.714
-- synthesized netlist by cell type, drive strengths merged --
master and number:
nor3 4, a22oi 10, and3 3, o2bb2ai 1, clkbuf 16, o41ai 1
clkinv 2, a221o 1, xnor2 7, a31oi 2, nand2b 3, nand4 1
mux2 20, nand3 2, o22ai 9, nor4 2, o211a 17, nor2 25
o21ai 29, a21o 19, a311oi 1, buf 29, o22a 5, a211oi 3
edfxtp 352, a221oi 24, o221ai 2, nor2b 27, a21oi 10, dfxtp 16
inv 5, xor2 5, nand2 42, mux4 52, and2 15, mux2i 46
-- routing by layer --
layer / wire length (um) / up-vias / GRT usage (%)
met3: 5170 / 48 / 17.8
met1: 11200 / 3827 / 32.7
met5: 0 / - / 0
met4: 582 / 0 / 4.09
li1: - / 3528 / -
met2: 15100 / 529 / 35.7
Power figures rest on the tool's default switching activity, not on a simulated workload.
